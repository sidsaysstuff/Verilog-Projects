File: /design/flow/config.mk
export PLATFORM = sky130hd
export DESIGN_NAME = fifo
export DESIGN_NICKNAME = fifo
export VERILOG_FILES = /design/flow/design.v
export SDC_FILE = /design/flow/constraint.sdc
export NUM_CORES = 4
export LEC_CHECK = 1
export CORE_AREA = 10 10 105 105
export DIE_AREA = 0 0 115 115
File: /design/flow/constraint.sdc
current_design fifo

set clk_period 4.7
set clk_io_pct 0.2

create_clock -name clk0 -period $clk_period [get_ports {clk}]

set non_clock_inputs [all_inputs -no_clocks]
set_input_delay [expr $clk_period * $clk_io_pct] -clock clk0 $non_clock_inputs
set_output_delay [expr $clk_period * $clk_io_pct] -clock clk0 [all_outputs]
File: /design/flow/design.v
module clock_divider #(
    parameter DIV_FACTOR = 500000000   
)(
    input wire clk_in,
    input wire reset,
    output reg clk_out
);
    reg [31:0] counter = 0;
    always @(posedge clk_in or posedge reset) begin
        if (reset) begin
            counter <= 0;
            clk_out <= 0;
        end else begin
            if (counter == DIV_FACTOR-1) begin
                counter <= 0;
                clk_out <= ~clk_out;
            end else begin
                counter <= counter + 1;
            end
        end
    end
endmodule
module fifo #(
    parameter DATA_WIDTH = 4,
    parameter ADDR_WIDTH = 2,
    parameter DIV_FACTOR = 500000000   
)(
    input wire clk,
    input wire reset,
    input wire wr_en,   
    input wire rd_en,   
    input wire [DATA_WIDTH-1:0] din,   
    output reg [DATA_WIDTH-1:0] dout,   
    output wire full,
    output wire empty,
    output reg wr_led,   
    output reg rd_led    
);
    localparam DEPTH = (1 << ADDR_WIDTH);
    reg [DATA_WIDTH-1:0] mem [0:DEPTH-1];
    reg [ADDR_WIDTH-1:0] wr_ptr = 0;
    reg [ADDR_WIDTH-1:0] rd_ptr = 0;
    reg full_flag = 0;
    reg empty_flag = 1;
    wire slow_clk;
    assign full = full_flag;
    assign empty = empty_flag;
    clock_divider #(
        .DIV_FACTOR(DIV_FACTOR)
    ) clk_div (
        .clk_in(clk),
        .reset(reset),
        .clk_out(slow_clk)
    );
    always @(posedge slow_clk or posedge reset) begin
        if (reset) begin
            wr_ptr <= 0;
            full_flag <= 0;
            wr_led <= 0;   
        end else if (wr_en && !full_flag) begin
            mem[wr_ptr] <= din;
            wr_ptr <= wr_ptr + 1;
            if (wr_ptr + 1 == rd_ptr) begin
                full_flag <= 1;
            end
            empty_flag <= 0;
            wr_led <= 1;   
        end else begin
            wr_led <= 0;   
        end
    end
    always @(posedge slow_clk or posedge reset) begin
        if (reset) begin
            rd_ptr <= 0;
            empty_flag <= 1;
            rd_led <= 0;   
        end else if (rd_en && !empty_flag) begin
            dout <= mem[rd_ptr];
            rd_ptr <= rd_ptr + 1;
            if (rd_ptr + 1 == wr_ptr) begin
                empty_flag <= 1;
            end
            full_flag <= 0;
            rd_led <= 1;   
        end else begin
            rd_led <= 0;   
        end
    end
endmodule
File: /design/flow/run.sh
#!/bin/bash
# OpenROAD 26Q1-2900-gdf79404cd8, Yosys 0.63+post, stock flow scripts
make -C /OpenROAD-flow-scripts/flow DESIGN_CONFIG=/design/flow/config.mk WORK_HOME=/design/flow/orfs finish
==> flow_summary.yaml <==
# synthesis and place-and-route metrics
outcome:
  run_status: "complete, no violations"
place:
  place_hpwl_um: 2304
  io_buffer_count: 3
  gpl.final_weighted_congestion: 0.8732
  place_inst: 284
  postPlaceCellArea_mm2: 0.001896
synthesis:
  synth_area_per_cell_um2: 10.02
  yosysChipArea_mm2: 0.001764
  yosysTopAreaCell: "sky130_fd_sc_hd__dfrtp_1"
  post_synth_most_frequent_cells: "sky130_fd_sc_hd__dfrtp_1 (34), sky130_fd_sc_hd__nand2_1 (16), sky130_fd_sc_hd__nand3_1 (14), sky130_fd_sc_hd__nor2_1 (14), sky130_fd_sc_hd__xnor2_1 (12)"
  synthDominantCellAreaShare: 0.4823
  yosys-top-cells-area: "sky130_fd_sc_hd__dfrtp_1 (48%), sky130_fd_sc_hd__xnor2_1 (6.0%), sky130_fd_sc_hd__nand3_1 (4.0%)"
  yosys_register_bits: 34
  yosysCellCount: 176
  number_of_enable_type_register_cells_in_the_synthesized_netlist: 0
  synth.yosys.warnings: 6
  synth_dominant_cell_count: "sky130_fd_sc_hd__dfrtp_1"
  synth_top_flop_cell: "sky130_fd_sc_hd__dfrtp_1"
  synth.yosys.seq_area_share: 0.4823
  synth.distinct_cells: 37
  synthesis.instances: 176
  ys_async_sr_fraction: 1.000
  synth_area_mm2: 0.001764
clock_network:
  clock_latency_ps: 280
  clock_path_buffers: 2
  post-cts-setup-buffers: 0
  ctsResizeCount: 0
  clk_transition_reported_paths_ps: 70
  tritoncts_clock_tree: "done"
  cts_made_buffers: 5
  cts_max_level: 2
  number_of_hold_buffers_added_after_cts: 0
  root_cell_of_the_clock_tree: "sky130_fd_sc_hd__clkbuf_8"
setup_path:
  crit_path_max_incr_delay_ps: 590
  timing.critical_path.fanout_max: 8
  critPathCaptureType: "register"
  arrival_worst_endpoint_ps: 2230
  crit_family: "simple AND/OR/NAND/NOR gates"
  path_class: "reg2reg"
  cp_cell_sequence: "or4b_1 > nor4_1 > nand2_1 > a21oi_1 > o21ai_0"
  timing.critical_path.buf_inv: 0
  timing.critical_path.required_ps: 4850
  timing.critical_path.from_type: "register"
  worst_path_max_delay_cell: "sky130_fd_sc_hd__or4b_1"
layout:
  area_delta_synth_final_pct: 14.04
  ratio_of_cells_with_drive_above_1_in_the_final_layout: 0.09239
  fillerInstances: 938
  layout.cell_area.non_filler_mm2: 0.002012
  layout.cells.non_filler: 292
power:
  peakVddDrop_uv: 113.0
  combPwrFrac: 0.014
  power.switching_uw: 103.9
  fin_total_pwr_uw: 562.7
  power.leakage_nw: 0.8388
  powerDensity_mw_per_mm2: 279.7
  seqPwrFrac: 0.505
  internal_power_uw: 458.8
  clock_power_share: 0.481
  p_sw_frac: 0.1846
die:
  placement_rows: 34
  core_area_mm2: 0.008763
  die_w_um: 115
  floorplan.die.height_um: 115
  initial_core_util: 0.2013
  boundaryPins: 16
  die_area_mm2: 0.01323
final_timing:
  post-route-period-util: 0.4440
  number_of_register_pins_that_no_clock_reaches: 1
  report.final.slew_viol_count: 0
  unconstrained_endpoints: 2
  max-slew-margin-rel: 0.6576
  clock_skew_ps: 6.384
  timing.final.setup_violations: 0
  achievable-frequency_ghz: 0.4792
  post-route-min-period_ps: 2087
  final_hold_viol_count: 0
  fin_tns_setup_ps: 0
  grt_setup_unrepaired: "no"
  worst_slew_pin_slew_ps: 512.3
  final.hold.worst_slack_ps: 462.3
global_route:
  grt_util_all_layers: 0.05121
  grt_start_max_net_pins: 35
  total_gr_overflow: 0
  number_of_global_route_vias_before_repair: 1226
  grt_antenna_before_repair: 0
  first_pass_grt_wire_length_um: 5768
route:
  postRouteWirelength_um: 3322
  wire_per_inst_um: 11.38
  drt_pre_antenna_iters: 4
  initialDrtViolationCount: 134
  post-route-drc-count: 0
  antenna-diode-count: 0
  detailroute.via_count: 1256
  route.antenna.remaining_nets: 0
  avgViaCountPerCell: 4.301
flow_run:
  tool_warnings: 30
  cap_viol_max_count: 0
hold_path:
  timing.hold.worst.class: "reg2reg"
## per-layer routing
metal	share of wire	wire, µm	global-route usage	up-vias
met5	0	0	0	-
met4	0	0	0.006601	0
met3	0.034	113	0.01213	0
met2	0.43	1443	0.07357	21
met1	0.53	1765	0.07867	612
li1	-	-	-	623
## worst register-to-register path: stages (launching register included)
cell and delay (ps):
sky130_fd_sc_hd__dfrtp_1 440, sky130_fd_sc_hd__or4b_1 590, sky130_fd_sc_hd__nor4_1 330, sky130_fd_sc_hd__nand2_1 280, sky130_fd_sc_hd__a21oi_1 200, sky130_fd_sc_hd__o21ai_0 120
## kinds of logic (layout without fill, tap and decap cells)
kind of cell / count (synthesis) / after routing / share of synthesized area
mux: 3 / 3 / 0.01702
compound gates: 19 / 19 / 0.05816
buf+inv: 15 / 18 / 0.04681
xor+xnor: 20 / 20 / 0.09929
simple gates: 82 / 82 / 0.2851
other cells: 2 / 7 / 0.004257
flops: 34 / 34 / 0.4823
fa+ha+maj: 1 / 1 / 0.007091
## placed cells by master, fill, tap and decap left out, drive strengths merged
cell	count
nor3	4
ha	1
a211oi	1
xor2	8
clkdlybuf4s50	3
or4bb	1
clkbuf	7
nor2	14
conb	7
nor2b	1
o22ai	2
a21oi	10
inv	6
and2	3
o21a	1
buf	1
nand2	17
or3	3
bufinv	1
nor4	3
nand3	14
nand4	5
or4b	2
or4	5
mux2i	3
dfrtp	34
xnor2	12
and3	5
and4	5
o21ai	5
## through the flow
stage               worst slack (ps)    util
detailed placement              2661  0.2163
global route                    2487  0.2296
floorplan                       2886       -
CTS                             2641  0.2296
finish                          2613  0.2296
global placement                2665  0.2163
## cell type report
type | instances | area [µm²] | area share
multi-input combinational | 132 | 849.6 | 0.4223
sequential | 34 | 850.8 | 0.4229
timing repair buffer | 4 | 37.54 | 0.01866
inverter | 6 | 22.52 | 0.01119
clock inverter | 1 | 30.03 | 0.01493
clock buffer | 7 | 86.33 | 0.04291
tap | 108 | 135.1 | 0.06716
## final timing paths
path                                                 endpoint  cells after the start                          from  slack [ps]
max in group asynchronous       clk_div.counter[10]$_DFF_PP0_                      3                         reset        3350
worst min register to register   clk_div.counter[0]$_DFF_PP0_                      1  clk_div.counter[0]$_DFF_PP0_         460
min in group asynchronous        clk_div.counter[5]$_DFF_PP0_                      3                         reset        1040
worst max register to register  clk_div.counter[24]$_DFF_PP0_                      5  clk_div.counter[8]$_DFF_PP0_        2610
worst max-delay path            clk_div.counter[24]$_DFF_PP0_                      5  clk_div.counter[8]$_DFF_PP0_        2610
worst min-delay path             clk_div.counter[0]$_DFF_PP0_                      1  clk_div.counter[0]$_DFF_PP0_         460
## power groups by stage
stage,Clock (mW),Combinational [mW],Sequential (mW)
CTS,0.278,0.00863,0.284
global route,0.293,0.00976,0.284
finish,0.271,0.00782,0.284
## state kept, by name, summed over array words and instances (netlist names)
register         count
wr_led               1
clk_div.counter     32
clk_div.clk_out      1
Power and IR drop assume default switching activity.
